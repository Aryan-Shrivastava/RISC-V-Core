==> flow/config.mk <==
export PLATFORM = sky130hd
export DESIGN_NAME = address_gen
export DESIGN_NICKNAME = address_gen
export VERILOG_FILES = /design/flow/design.v
export SDC_FILE = /design/flow/constraint.sdc
export NUM_CORES = 4
export LEC_CHECK = 1
export CORE_UTILIZATION = 50
==> flow/constraint.sdc <==
current_design address_gen

set clk_period 41.3
set clk_io_pct 0.2

create_clock -name clk0 -period $clk_period

set non_clock_inputs [all_inputs -no_clocks]
set_input_delay [expr $clk_period * $clk_io_pct] -clock clk0 $non_clock_inputs
set_output_delay [expr $clk_period * $clk_io_pct] -clock clk0 [all_outputs]
==> flow/design.v <==
module alu(
    input signed [63:0] src1,src2,
    input [3:0] alu_code,
    output signed [63:0] result,
    output overflow,zero_flag
);
    wire [63:0] add_result, sub_result, and_result, or_result;
    wire mark1, mark2;
    bit_adder_64 u_adder (.a(src1), .b(src2), .s(add_result), .overflow(mark1));
    bit_sub_64 u_sub (.a(src1), .b(src2), .s(sub_result), .overflow(mark2));
    bit_and_64 u_and (.a(src1), .b(src2), .s(and_result));
    bit_or_64 u_or (.a(src1), .b(src2), .s(or_result));
    wire [1:0] opout;
    and and1(opout[1],1,alu_code[1]);
    wire a,b,c,d;
    wire t1,t2;
    not not1(a,alu_code[3]);
    not not2(b,alu_code[2]);
    not not3(c,alu_code[1]);
    not not4(d,alu_code[0]);
    and and2(t1, a,b,c,alu_code[0]);
    and and3(t2, a,alu_code[2],alu_code[1],d);
    or or1(opout[0],t1,t2);
    genvar i;
    generate
        for (i = 0; i < 64; i = i + 1) begin : mux_loop
            mux4x1 u_mux (.out(result[i]), .sel0(opout[0]), .sel1(opout[1]), .in0(and_result[i]), .in1(or_result[i]), .in2(add_result[i]), .in3(sub_result[i]));
        end
    endgenerate
    wire in0,in1;
    assign in0 = 1'b0;
    assign in1 = 1'b0;
    mux4x1 u_mux_overflow (.out(overflow), .sel0(opout[0]), .sel1(opout[1]), .in0(in0), .in1(in1), .in2(mark1), .in3(mark2));
    zerodetector u_zero (.b(result), .zero_flag(zero_flag));
endmodule
module zerodetector(
    input [63:0] b, 
    output zero_flag
);
    wire [62:0] or_chain; 
    or or_gate_first_bit(or_chain[0], b[0], b[1]);
    genvar i;
    generate
        for (i = 1; i < 63; i = i + 1) begin : or_loop
            or or_gate(or_chain[i], or_chain[i-1], b[i+1]); 
        end
    endgenerate
    not not_gate(zero_flag, or_chain[62]);
endmodule
module one_bit_adder (
    input a, b, cin,
    output cout, s
);
    wire c, e, f;
    xor xor1(c, a, b);
    xor xor2(s, cin, c);
    and and1(f, cin, c);
    and and2(e, a, b);
    or or1(cout, f, e);
endmodule
module bit_adder_64 (
    input signed [63:0] a, b,
    output signed [63:0] s,
    output overflow
);
    wire [63:0] carry;
    wire c;
    assign c= 0;
    one_bit_adder u1_adder(.a(a[0]),.b(b[0]),.cin(c),.cout(carry[0]),.s(s[0]));
    genvar i;
    generate
        for (i = 1; i < 64; i = i + 1) begin : adder_loop
            one_bit_adder u_adder (.a(a[i]),.b(b[i]),.cin(carry[i-1]),.cout(carry[i]),.s(s[i]));
        end
    endgenerate
    xor xor1(overflow,carry[63],carry[62]);
endmodule
module one_bit_sub (
    input a, b, cin,
    output cout, s
);
    wire c, e, f;
    xor xor1(c, a, b);   
    xor xor2(s, cin, c); 
    and and1(f, cin, c);
    and and2(e, a, b);    
    or or1(cout, f, e); 
endmodule   
module bit_sub_64 (
    input signed [63:0] a, b,
    output signed [63:0] s, 
    output [63:0] carry,
    output last_carry, output overflow
);
    wire [63:0] flipped;
    assign carry[0] = 1;
    genvar j;
    generate
        for (j = 0; j < 64; j = j + 1) begin : flip_b_loop
            xor xor_flip(flipped[j], b[j], 1'b1);
        end
    endgenerate
    one_bit_sub u1_sub (.a(a[0]), .b(flipped[0]), .cin(1'b1), .cout(carry[1]), .s(s[0]));
    genvar i;
    generate
        for (i = 1; i < 63; i = i + 1) begin : sub_loop
            one_bit_sub u_sub (.a(a[i]), .b(flipped[i]), .cin(carry[i]), .cout(carry[i+1]), .s(s[i]));
        end
    endgenerate
    one_bit_sub u_last_sub (.a(a[63]), .b(flipped[63]), .cin(carry[63]), .cout(last_carry), .s(s[63]));
    xor xor1(overflow, last_carry, carry[63]);
endmodule
module bit_and_64(
    input [63:0] a, b,  
    output [63:0] s   
);
    genvar i;
    generate
        for (i = 0; i < 64; i = i + 1) begin
            and and1(s[i], a[i], b[i]);  
        end
    endgenerate
endmodule
module bit_or_64(
    input [63:0] a, b,
    output [63:0] s  
);
    genvar i;
    generate
        for (i = 0; i < 64; i = i + 1) begin
            or or1(s[i], a[i], b[i]);
        end
    endgenerate
endmodule
module mux2x1 (
    output out,
    input select,in0,in1
);
    wire select_bar;
    not n1(select_bar,select);
    wire temp1,temp2;
    and (temp1,select_bar,in0);
    and (temp2,select,in1);
    or (out,temp1,temp2);
endmodule
module mux4x1(
    output out,
    input sel0,sel1,in0,in1,in2,in3
);
    wire t1,t2;
    mux2x1 M1(t1,sel0,in0,in1);
    mux2x1 M2(t2,sel0,in2,in3);
    mux2x1 M3(out,sel1,t1,t2);
endmodule
module address_gen(
    output [63:0] nxt_pc_address,
    input [63:0] pc_address, immd,
    input branch
);
    wire [63:0] nxt_address, jump_address;
    wire [63:0] nxt_address_immd;
    assign nxt_address_immd = 64'd4;
    bit_adder_64 u_adder1(.a(pc_address),.b(nxt_address_immd),.s(nxt_address));
    wire [63:0] jump_address_immd;
    assign jump_address_immd=immd;
    bit_adder_64 u_adder2(.a(pc_address),.b(jump_address_immd),.s(jump_address));
    genvar j;
    generate
        for (j=0 ;j<64 ;j=j+1) begin
            mux2x1 mux_sel(.in0(nxt_address[j]),.in1(jump_address[j]),.select(branch),.out(nxt_pc_address[j]));
        end
    endgenerate
endmodule
==> flow/run.sh <==
#!/bin/bash
# OpenROAD 26Q1-2900-gdf79404cd8, Yosys 0.63+post, stock flow scripts
make -C /OpenROAD-flow-scripts/flow DESIGN_CONFIG=/design/flow/config.mk WORK_HOME=/design/flow/orfs finish
==> Slide: Implementation Results <==
Run Summary

Run status
  • Status: completed

Final timing
  • Period minus WS final: 40.73 ns
  • Final Setup Violations: 0
  • Hold Fails Final Rpt: 0
  • Slew Viols, Final: 0
  • Max Fclk: 0.02455 GHz
  • Fin crit share: 98.62%
  • Max_slew headroom: 59.83%
  • Worst-Margin Slew: 0.6025 ns

Global routing
  • Initial antenna violation count: 0
  • GRT Util Overall: 21.08%
  • First-pass GRT wire length: 11500 um
  • Vias in the first global route: 2509
  • Pin count of the biggest net entering global routing: 39
  • Congestion Overflow GR: 0

Floorplan
  • CORE AREA: 0.006495 mm^2
  • # rows: 29
  • Init Core Util: 52.76%
  • I/O pin count: 193
  • Die area: 0.007189 mm^2
  • Die W: 84.79 um
  • Die height: 84.79 um

Setup path
  • WS Path Type: in -> out
  • Peak per-stage delay on the critical path: 0.47 ns
  • Slowest cell on crit path: clkdlybuf4s50_1
  • Critical Path Sink Type: output pin
  • WP data required: 33.04 ns
  • Most frequent cell on the critical path: fa_2
  • Crit path launch type: input pin
  • Worst EP arrival: 32.47 ns
  • Worst-path maximum fanout: 2

Detailed routing
  • Final wirelength: 7102 um
  • DRT iter0 DRCs: 54
  • Drt pass-1 iters: 24
  • # diodes: 0
  • Antenna viol nets, final: 0
  • Total number of vias: 2318
  • Residual DRC: 0
  • Wire per inst: 15.31 um
  • Vias per std cell: 4.996

Synthesis
  • Synth unique cells: 13
  • Cell taking the most area after synthesis: fa_1
  • Ys Warns: 0
  • Post-synth top cells: buf_4 (64), fa_1 (62), ha_1 (61)
  • Yosys stat cell total: 262
  • Syn Inst Count: 262
  • Post-Synthesis Cell Area: 0.003427 mm^2
  • Area leader share: 36.22%
  • Post-synthesis sequential area ratio: 0%
  • Count leader, synth: buf_4
  • Top cells by area: fa_1 (36%), ha_1 (22%), mux2_4 (16%)
  • Syn Area/Cell: 13.08 um^2
  • YS chip area: 0.003427 mm^2

Final layout
  • Clock buffer count: 0
  • Final cell utilization of the core: 77.27%
  • Layout cells sized above 1: 26.61%
  • FF+latch area: 0 um^2
  • Area Overhead vs Synth: 46.44%
  • Fillers: 440
  • Flop count: 0

Pwr
  • Worst vdd ir: 7.758 uV
  • Total power: 0.00006349 W
  • Leakage: 2.159 nW
  • Pwr per Cell Area: 12.65 mW/mm^2

Run
  • Tool Warnings: 33
  • Max cap viols: 0

Placed design
  • Detail Placement HPWL: 6328 um
  • GPL Wtd Cong: 0.8429
  • Port Buffers: 193

Worst hold path
  • HP Start: pc_address[63]
  • Hold path depth: 3
  • Worst hold path class: in -> out
  • Hold endpoint: nxt_pc_address[63]
-- logic make-up (layout without fill, tap and decap cells) --
family          Yosys count  count (layout)  share of synthesized area (%)
mux                      62              62                          24.42
buf+inv                  71             196                          15.95
compound gates            2               2                         0.4015
fa+ha+maj               123             123                          58.49
simple gates              2               2                         0.2188
xor+xnor                  2               2                         0.5112
-- what timing repair did --
action,CTS,global route
setup endpoints to repair,4,2
pin swaps,0,1
hold buffers,0,0
buffers inserted,0,0
hold endpoints to repair,0,0
resized,25,11
-- metrics by stage --
step           hold WS, ns  worst slack, ns  cell area [um^2]  instances   TNS (ns)
4_1_cts              17.44          0.04535              4991        464          0
2_1_floorplan        16.67           0.5331              3427        262          0
3_5_place_dp         17.44           -1.025              4928        464     -2.386
3_3_place_gp         17.44           -1.005              4928        464     -2.297
5_1_grt              17.48        -0.009088              5019        464  -0.009088
6_report             17.44           0.5719              5019        464          0
-- cell type report --
class                           count  area (um^2)  share of cell area (%)
Tap cell                           77        96.34                   1.920
Multi-Input combinational cell    191         2970                   59.19
Timing Repair Buffer              196         1952                   38.89
-- where the power goes --
| group | internal (W) | switching (W) |
|---|---|---|
| clock network | 0 | 0 |
| registers | 0 | 0 |
| logic | 0.0000456 | 0.0000179 |
| total | 0.0000456 | 0.0000179 |
-- critical path: cells and delay by family --
| kind | cells | cell delay (ns) |
|---|---|---|
| buffers and inverters | 2 | 0.89 |
| XOR/XNOR | 2 | 0.29 |
| AND-OR/OR-AND | 1 | 0.14 |
| adder cells (fa/ha/maj) | 63 | 22.87 |
-- cell usage in the layout, fill, tap and decap left out --
cell type	instances
xnor2_1	1
o21ai_0	1
fa_1	26
a21oi_2	1
buf_4	4
nand2_1	1
fa_2	36
ha_1	61
xor2_1	1
mux2_2	25
mux2_4	37
nor2_1	1
clkdlybuf4s50_1	192
-- worst max path at each step --
stage | to | start | slack [ns] | cells after the start
final | nxt_pc_address[63] | pc_address[0] | 0.57 | 68
after global routing | nxt_pc_address[63] | pc_address[0] | -0.009 | 68
after CTS | nxt_pc_address[63] | pc_address[0] | 0.05 | 68
-- routing by layer --
layer,vias up,track usage (%),wire [um]
li1,1096,-,-
met2,108,36.22,3481
met1,1108,30.17,2932
met4,0,1.387,58
met3,6,4.283,629
met5,-,0,0
Power and IR drop assume default switching activity.
