==> flow/run.sh <==
#!/bin/bash
# OpenROAD 26Q1-2900-gdf79404cd8, Yosys 0.63+post, stock flow scripts
make -C /OpenROAD-flow-scripts/flow DESIGN_CONFIG=/design/flow/config.mk WORK_HOME=/design/flow/orfs finish
==> flow/design.v <==
module alu(
    input signed [63:0] src1,src2,
    input [3:0] alu_code,
    output signed [63:0] result,
    output overflow,zero_flag
);
    wire [63:0] add_result, sub_result, and_result, or_result;
    wire mark1, mark2;
    bit_adder_64 u_adder (.a(src1), .b(src2), .s(add_result), .overflow(mark1));
    bit_sub_64 u_sub (.a(src1), .b(src2), .s(sub_result), .overflow(mark2));
    bit_and_64 u_and (.a(src1), .b(src2), .s(and_result));
    bit_or_64 u_or (.a(src1), .b(src2), .s(or_result));
    wire [1:0] opout;
    and and1(opout[1],1,alu_code[1]);
    wire a,b,c,d;
    wire t1,t2;
    not not1(a,alu_code[3]);
    not not2(b,alu_code[2]);
    not not3(c,alu_code[1]);
    not not4(d,alu_code[0]);
    and and2(t1, a,b,c,alu_code[0]);
    and and3(t2, a,alu_code[2],alu_code[1],d);
    or or1(opout[0],t1,t2);
    genvar i;
    generate
        for (i = 0; i < 64; i = i + 1) begin : mux_loop
            mux4x1 u_mux (.out(result[i]), .sel0(opout[0]), .sel1(opout[1]), .in0(and_result[i]), .in1(or_result[i]), .in2(add_result[i]), .in3(sub_result[i]));
        end
    endgenerate
    wire in0,in1;
    assign in0 = 1'b0;
    assign in1 = 1'b0;
    mux4x1 u_mux_overflow (.out(overflow), .sel0(opout[0]), .sel1(opout[1]), .in0(in0), .in1(in1), .in2(mark1), .in3(mark2));
    zerodetector u_zero (.b(result), .zero_flag(zero_flag));
endmodule
module zerodetector(
    input [63:0] b, 
    output zero_flag
);
    wire [62:0] or_chain; 
    or or_gate_first_bit(or_chain[0], b[0], b[1]);
    genvar i;
    generate
        for (i = 1; i < 63; i = i + 1) begin : or_loop
            or or_gate(or_chain[i], or_chain[i-1], b[i+1]); 
        end
    endgenerate
    not not_gate(zero_flag, or_chain[62]);
endmodule
module one_bit_adder (
    input a, b, cin,
    output cout, s
);
    wire c, e, f;
    xor xor1(c, a, b);
    xor xor2(s, cin, c);
    and and1(f, cin, c);
    and and2(e, a, b);
    or or1(cout, f, e);
endmodule
module bit_adder_64 (
    input signed [63:0] a, b,
    output signed [63:0] s,
    output overflow
);
    wire [63:0] carry;
    wire c;
    assign c= 0;
    one_bit_adder u1_adder(.a(a[0]),.b(b[0]),.cin(c),.cout(carry[0]),.s(s[0]));
    genvar i;
    generate
        for (i = 1; i < 64; i = i + 1) begin : adder_loop
            one_bit_adder u_adder (.a(a[i]),.b(b[i]),.cin(carry[i-1]),.cout(carry[i]),.s(s[i]));
        end
    endgenerate
    xor xor1(overflow,carry[63],carry[62]);
endmodule
module one_bit_sub (
    input a, b, cin,
    output cout, s
);
    wire c, e, f;
    xor xor1(c, a, b);   
    xor xor2(s, cin, c); 
    and and1(f, cin, c);
    and and2(e, a, b);    
    or or1(cout, f, e); 
endmodule   
module bit_sub_64 (
    input signed [63:0] a, b,
    output signed [63:0] s, 
    output [63:0] carry,
    output last_carry, output overflow
);
    wire [63:0] flipped;
    assign carry[0] = 1;
    genvar j;
    generate
        for (j = 0; j < 64; j = j + 1) begin : flip_b_loop
            xor xor_flip(flipped[j], b[j], 1'b1);
        end
    endgenerate
    one_bit_sub u1_sub (.a(a[0]), .b(flipped[0]), .cin(1'b1), .cout(carry[1]), .s(s[0]));
    genvar i;
    generate
        for (i = 1; i < 63; i = i + 1) begin : sub_loop
            one_bit_sub u_sub (.a(a[i]), .b(flipped[i]), .cin(carry[i]), .cout(carry[i+1]), .s(s[i]));
        end
    endgenerate
    one_bit_sub u_last_sub (.a(a[63]), .b(flipped[63]), .cin(carry[63]), .cout(last_carry), .s(s[63]));
    xor xor1(overflow, last_carry, carry[63]);
endmodule
module bit_and_64(
    input [63:0] a, b,  
    output [63:0] s   
);
    genvar i;
    generate
        for (i = 0; i < 64; i = i + 1) begin
            and and1(s[i], a[i], b[i]);  
        end
    endgenerate
endmodule
module bit_or_64(
    input [63:0] a, b,
    output [63:0] s  
);
    genvar i;
    generate
        for (i = 0; i < 64; i = i + 1) begin
            or or1(s[i], a[i], b[i]);
        end
    endgenerate
endmodule
module mux2x1 (
    output out,
    input select,in0,in1
);
    wire select_bar;
    not n1(select_bar,select);
    wire temp1,temp2;
    and (temp1,select_bar,in0);
    and (temp2,select,in1);
    or (out,temp1,temp2);
endmodule
module mux4x1(
    output out,
    input sel0,sel1,in0,in1,in2,in3
);
    wire t1,t2;
    mux2x1 M1(t1,sel0,in0,in1);
    mux2x1 M2(t2,sel0,in2,in3);
    mux2x1 M3(out,sel1,t1,t2);
endmodule
==> flow/config.mk <==
export PLATFORM = sky130hd
export DESIGN_NAME = alu
export DESIGN_NICKNAME = alu
export VERILOG_FILES = /design/flow/design.v
export SDC_FILE = /design/flow/constraint.sdc
export NUM_CORES = 4
export LEC_CHECK = 1
export CORE_UTILIZATION = 40
==> flow/constraint.sdc <==
current_design alu

set clk_period 40.4
set clk_io_pct 0.2

create_clock -name clk0 -period $clk_period

set non_clock_inputs [all_inputs -no_clocks]
set_input_delay [expr $clk_period * $clk_io_pct] -clock clk0 $non_clock_inputs
set_output_delay [expr $clk_period * $clk_io_pct] -clock clk0 [all_outputs]
==> results_slide.txt <==
Physical Implementation Snapshot

Cells and area
  • Sequential cell area: 0 sq um
  • Final cell count without fillers: approximately 1200
  • Share of layout cells above drive strength 1: approximately 18%
  • Seq cells: 0
  • Area grow syn2layout: 29.8%
  • Clock buf count: 0

Die
  • Rows: around 50
  • Die height: approximately 140 um
  • Core Box Area: approximately 0.019 sq mm
  • Chip Area: ~0.020 sq mm
  • DIE WIDTH: between 100 and 150 um
  • Floorplan core density: 40.8%
  • Top-level port count: between 150 and 200

Logic synthesis
  • Ys cells: around 840
  • Cell Area, Synth: ~0.0076 sq mm
  • Netlist cell types: 38
  • Cell count after synthesis: 844
  • Syn Area/Cell: slightly above 9 sq um
  • Yosys stat chip area: approximately 0.0076 sq mm
  • Synth Warn #: 0
  • Post-synth seq share: 0%

Job
  • Maxcap violations: 0
  • Tool warnings: 162

Place
  • Final HPWL DP: ~16 mm
  • Placed insts: between 1000 and 1500
  • Pre-CTS setup slack: -2.60 ns
  • Port-buffer cells: a little under 200
  • Routability Congestion: roughly 0.87

Setup path
  • Worst setup path startpoint: src2[0]
  • Setup CP Type: primary input to output port
  • CP max FO: 2
  • CP dominant cell by count: fa_2
  • Startpoint Class: primary input
  • Slowest CP cell: fa_1
  • CP arrival: 32.17 ns
  • Crit end category: output port
  • Worst Setup EP: zero_flag
  • Worst stage delay on the critical path: about 0.48 ns
  • WP data required: ~32 ns

Routing
  • Routed wire length per instance: roughly 15 um
  • Via count: approximately 5600
  • Drt initial violations: 115
  • Routed Antenna Nets: 0
  • Final WL: around 19 mm
  • DRT Pass-1 Iters: 6
  • DRC viols: 0
  • ANT cells: 0
  • Via/cell ratio: roughly 4.6

Power and ir drop
  • P_leak: approximately 4.7 nW
  • Power per Cell Area: 12.1 mW/mm^2
  • Peak VDD IR: roughly 0.0065 mV

Timing
  • Final Cycle Share: roughly 100%
  • Unrepaired setup endpoints after global routing: true
  • Fmax achieved: around 25 MHz
  • WHS: 17.12 ns
  • Fin crit period: approximately 40 ns
  • Final Max Tran Viols: 0
  • Worst-Margin Slew: 0.834 ns
  • Setup Viol. Count Final: 0
  • Endpoints failing hold: 0
  • Slew HR: between 40% and 50%
  • Setup WS post-layout: approximately 0.15 ns

Hold path
  • Min-Delay Path Depth: 6
  • Worst Hold Class: primary input to output port

Outcome
  • Status: finished, final reports clean

Global route
  • Largest net degree at the start of global routing: roughly 64
  • First-pass GRT wire length: ~30 mm
  • Grt total ovfl: 0
  • Initial antenna violation count: 1
  • Via count of the first global-routing pass: 5837
  • Tot GR Track Use: 20.1%
==> layout by cell type, fill, tap and decap left out, drive strengths merged, types with 13 or more instances in the layout <==
cell and instances:
o21ai 20, and2 18, buf 42, clkdlybuf4s50 192, fa 126, ha 129, nor2 31, mux2i 85
nor4 13, inv 203
==> per-layer routing <==
| metal | track usage (%) | up-vias | routed length (um) |
|---|---|---|---|
| met4 | 0.752 | 2 | 87 |
| li1 | - | 2824 | - |
| met5 | 0 | - | 13 |
| met2 | 33.1 | 158 | 8700 |
| met1 | 28.6 | 2656 | 8230 |
| met3 | 5.50 | 6 | 1480 |
==> cell type report <==
type | instances | area [sq um]
fillers | 1672 | 8790
inverters | 203 | 762
multi-input cells | 541 | 6570
well taps | 234 | 293
repair buffers | 239 | 2290
==> power breakdown <==
group / total, mW / switching [mW] / internal, mW
Clock: 0 / 0 / 0
Sequential: 0 / 0 / 0
Combinational: 0.120 / 0.0545 / 0.0658
==> cells by family after synthesis <==
family / Yosys count / synth area share, %
xor gates and xnor gates: 2 / 0.229
buffers and inverters: 303 / 18.4
and+or+nand+nor: 119 / 8.91
AOI/OAI and AO/OA: 80 / 7.18
adders and majority gates: 255 / 54.2
muxes: 85 / 11.1
==> Yosys cell counts (all sizes together), types with 2 or more instances <==
cell type | instances | share of area (%)
a21oi | 4 | 0.26
fa | 126 | 33
nor2 | 31 | 1.5
a22oi | 2 | 0.20
inv | 203 | 10
ha | 129 | 21
clkbuf | 18 | 0.88
or4 | 5 | 0.49
nor3b | 7 | 0.75
o211ai | 9 | 0.88
mux2i | 85 | 11
o22ai | 11 | 0.90
nor4 | 13 | 1.1
and2 | 18 | 1.5
nor4b | 4 | 0.46
nand3b | 10 | 0.98
o21a | 2 | 0.20
nand2 | 9 | 0.44
nand3 | 9 | 0.59
nand2b | 2 | 0.16
nor3 | 5 | 0.33
or3b | 2 | 0.23
o32a | 9 | 1.2
o21ai | 20 | 1.3
xnor2 | 2 | 0.23
a211oi | 9 | 0.88
nand4 | 3 | 0.25
buf | 82 | 7.5
a31oi | 2 | 0.16
a21o | 11 | 1.1
==> worst min path at each step <==
stage                 to   startpoint
finish         result[0]      src1[0]
global route  result[20]  alu_code[1]
CTS           result[18]  alu_code[1]
==> through the flow <==
step / area [sq um] / util (%) / power (mW) / TNS (ns)
global placement: 9670 / 51.7 / 0.118 / -11.33
detailed placement: 9670 / 51.7 / 0.118 / -11.34
finish: 9910 / 53.0 / 0.120 / 0
floorplan: 7730 / - / 0.0696 / 0
global route: 9910 / 53.0 / 0.138 / -0.566
CTS: 9890 / 52.9 / 0.122 / -0.465
==> critical path: cells and delay by family <==
kind / cells / cell delay (ns)
adders and majority gates: 64 / 22.65
buffers and inverters: 3 / 0.43
muxes: 2 / 0.23
and+or+nand+nor: 3 / 0.72
==> timing repair <==
action,in CTS,in global routing
hold buffers,0,0
resized,84,12
pin swaps,10,14
hold endpoints to repair,0,0
buffers inserted,1,1
endpoints found under the setup margin,8,4
Power figures rest on the tool's default switching activity, not on a simulated workload.
